--- flow/config.mk ---
export PLATFORM = sky130hd
export DESIGN_NAME = Timer
export DESIGN_NICKNAME = Timer
export VERILOG_FILES = /design/flow/design.v
export SDC_FILE = /design/flow/constraint.sdc
export NUM_CORES = 4
export LEC_CHECK = 1
export CORE_AREA = 10 10 70 70
export DIE_AREA = 0 0 80 80
--- flow/constraint.sdc ---
current_design Timer

set clk_period 2.6
set clk_io_pct 0.2

create_clock -name clk0 -period $clk_period [get_ports {clkin}]

set non_clock_inputs [all_inputs -no_clocks]
set_input_delay [expr $clk_period * $clk_io_pct] -clock clk0 $non_clock_inputs
set_output_delay [expr $clk_period * $clk_io_pct] -clock clk0 [all_outputs]
--- flow/design.v ---
`timescale 1ns / 1ps
module Timer(
    input[3:0] value,
    input seconds_enabled,
    input start_timer,
    input clkin,
    output reg expired
    );
    reg[3:0] counter;
    initial begin
        counter = 0;
        expired = 0;
    end
    always @ (posedge clkin, posedge start_timer) begin
        if (start_timer) begin
            counter = 0;
            expired = 0;
        end
        else begin
            counter = counter + 1;
            if(counter==value) begin
                expired <= 1;
                counter <= 0;
            end
        end
    end
endmodule
--- flow/run.sh ---
#!/bin/bash
# OpenROAD 26Q1-2900-gdf79404cd8, Yosys 0.63+post, stock flow scripts
make -C /OpenROAD-flow-scripts/flow DESIGN_CONFIG=/design/flow/config.mk WORK_HOME=/design/flow/orfs finish
==> node_exporter_impl.prom <==
# HELP chip_impl_metric Physical implementation figures
# TYPE chip_impl_metric gauge
chip_impl_metric{name="synthXorXnorAreaFrac",unit="%"} 28.5
chip_impl_metric{name="clk_transition_reported_paths",unit="ns"} 0.04
chip_impl_metric{name="filler_instances",unit=""} 396
chip_impl_metric{name="detailroute.via_count",unit=""} 191
chip_impl_metric{name="route.antenna.diode_count",unit=""} 0
chip_impl_metric{name="clock_latency",unit="ns"} 0.24
chip_impl_metric{name="ys_sh_simple",unit="%"} 7.01
chip_impl_metric{name="setup_violations",unit=""} 0
chip_impl_metric{name="globalRouteOverflowTotal",unit=""} 0
chip_impl_info{name="post-synth-top-area-cell",value="dfrtp_1"} 1
chip_impl_metric{name="cts_setup_buffers",unit=""} 0
chip_impl_info{name="synth.top_cells.by_area",value="dfrtp_1 (47%), xnor2_1 (13%), xor3_1 (8.9%)"} 1
chip_impl_metric{name="report.final.hold_viol_count",unit=""} 0
chip_impl_metric{name="via_count_of_the_first_global_routing_pass",unit=""} 233
chip_impl_metric{name="grt_antenna_before_repair",unit=""} 0
chip_impl_metric{name="synth.lib_cells_used.distinct",unit=""} 13
chip_impl_metric{name="core_area",unit="mm^2"} 0.00342
chip_impl_metric{name="min_period",unit="ns"} 1.64
chip_impl_metric{name="finClkSkew",unit="ns"} 0.00244
chip_impl_metric{name="power.density",unit="mW/mm^2"} 1190
chip_impl_metric{name="multiplexer_fraction_of_the_synthesized_cell_area",unit="%"} 0
chip_impl_metric{name="synth-compound-area-share",unit="%"} 11.7
chip_impl_metric{name="final-max-slew-violation-count",unit=""} 0
chip_impl_metric{name="floorplan.core_util",unit="%"} 7.84
chip_impl_metric{name="warnings",unit=""} 26
chip_impl_metric{name="timing.final.crit_share",unit="%"} 63.1
chip_impl_metric{name="drt-pass1-iter-count",unit=""} 4
chip_impl_metric{name="gp_congestion",unit=""} 0.707
chip_impl_metric{name="core.rowCount",unit=""} 21
chip_impl_metric{name="htreeDepth",unit=""} 1
chip_impl_metric{name="dr.first_iter.drc_count",unit=""} 1
chip_impl_metric{name="synth.avg_cell_area",unit="um^2"} 12.2
chip_impl_metric{name="max-vdd-ir-drop",unit="V"} 0.000588
chip_impl_metric{name="cp_data_arrival_time",unit="ns"} 1.74
chip_impl_metric{name="synth_warnings",unit=""} 1
chip_impl_metric{name="timing.max_cap.violations",unit=""} 0
chip_impl_metric{name="fp.dieH",unit="um"} 80
chip_impl_info{name="clock_tree.root_cell",value="clkbuf_4"} 1
chip_impl_info{name="cts_tree",value="built"} 1
chip_impl_info{name="critical_path.startpoint_type",value="flip-flop"} 1
chip_impl_metric{name="tightest_slew",unit="ns"} 0.389
chip_impl_metric{name="post_cts.resized_instances",unit=""} 0
chip_impl_info{name="worst-setup-path-type",value="reg -> reg"} 1
chip_impl_metric{name="registers_synthesis",unit=""} 5
chip_impl_metric{name="max_slew_margin",unit="%"} 73.9
chip_impl_info{name="crit_path_end_kind",value="flip-flop"} 1
chip_impl_metric{name="antenna_violating_nets_post_route",unit=""} 0
chip_impl_metric{name="post_drt_via_cell_ratio",unit=""} 2.45
chip_impl_metric{name="netlist.area_leader.share",unit="%"} 46.7
chip_impl_metric{name="chip_area_line_of_the_yosys_report",unit="um^2"} 268
chip_impl_metric{name="wirelength",unit="um"} 650
chip_impl_info{name="rsz0062_at_grt",value="false"} 1
chip_impl_info{name="crit_slowest_cell",value="xor3_1"} 1
chip_impl_metric{name="power_leakage",unit="nW"} 0.156
chip_impl_metric{name="cts_buffers",unit=""} 3
chip_impl_metric{name="chip_area",unit="mm^2"} 0.00640
chip_impl_metric{name="drc_errors",unit=""} 0
chip_impl_metric{name="timing.critical_path.required",unit="ns"} 2.69
chip_impl_metric{name="max-clock-path-buffers",unit=""} 2
chip_impl_metric{name="io_pins",unit=""} 8
chip_impl_metric{name="tritoncts_num_sinks",unit=""} 5
chip_impl_metric{name="grt_start_max_net_pins",unit=""} 6
chip_impl_metric{name="clock.fmax",unit="MHz"} 609
chip_impl_metric{name="tns",unit="ns"} 0
chip_impl_metric{name="area.growth.synth_to_final",unit="%"} 53.7
chip_impl_metric{name="seq_area_frac_synth",unit="%"} 46.7
chip_impl_metric{name="grt_pass1_wl",unit="um"} 1190
chip_impl_metric{name="path_max_fanout",unit=""} 4
chip_impl_info{name="status",value="completed"} 1
chip_impl_metric{name="port-buffer-count",unit=""} 6
chip_impl_info{name="critical_path.cell_chain",value="ha_1, xor3_1, nor3_2, a21boi_0"} 1
chip_impl_metric{name="cts_hold_buf",unit=""} 0
chip_impl_metric{name="drive_gt1_share",unit="%"} 12.5
chip_impl_metric{name="final_util",unit="%"} 12.1
chip_impl_metric{name="critical_path.max_stage_delay",unit="ns"} 0.43
chip_impl_metric{name="dp_hpwl",unit="um"} 496
chip_impl_info{name="hold_path.class",value="reg -> reg"} 1
chip_impl_metric{name="syn-instance-count",unit=""} 22
chip_impl_info{name="netlist_logic_family_top",value="XOR/XNOR gates"} 1
chip_impl_metric{name="grt_usage",unit="%"} 2.40
chip_impl_metric{name="die-width",unit="um"} 80
chip_impl_metric{name="synth.yosys.num_cells",unit=""} 22
chip_impl_metric{name="synth.cell_area",unit="um^2"} 268
chip_impl_metric{name="route.detailed.wl_per_inst",unit="um"} 8.33
chip_impl_metric{name="synth.cellmix.adderShare",unit="%"} 4.67
-- power by group --
part           leakage (nW)  internal [mW]  switching (mW)
clock network        0.0150         0.0579          0.0302
logic                0.0838          0.133           0.113
registers            0.0569          0.119          0.0345
total                 0.156          0.310           0.178
-- flip-flops by register name, summed over array words and instances, names as in the netlist --
register,flops
counter,4
expired,1
-- cell usage after synthesis --
library cell  number
a21boi_0           1
a21o_1             1
a21oi_1            2
a31oi_1            1
dfrtp_1            5
ha_1               1
inv_1              1
nand3_1            1
nor2_1             1
nor3_2             1
xnor2_1            4
xor2_1             2
xor3_1             1
-- metrics by stage --
stage / instance area, um^2 / power [mW] / hold WS (ns) / worst slack [ns] / std cells
3_3_place_gp: 385 / 0.380 / 0.444 / 0.800 / 74
4_1_cts: 412 / 0.492 / 0.475 / 0.966 / 78
2_1_floorplan: 268 / 0.336 / 0.299 / 1.13 / 22
3_5_place_dp: 385 / 0.396 / 0.453 / 0.753 / 74
6_report: 412 / 0.488 / 0.478 / 0.959 / 78
5_1_grt: 412 / 0.543 / 0.474 / 0.840 / 78
-- cell type report --
type / instances / area, um^2 / area share [%]
clock buffers: 4 / 26.3 / 6.38
inverters: 1 / 3.75 / 0.912
multi-input cells: 16 / 139 / 33.7
flip-flops and latches: 5 / 125 / 30.4
well taps: 46 / 57.6 / 14.0
repair buffers: 6 / 60.1 / 14.6
-- cells in the final DEF, fill, tap and decap left out --
| cell | Yosys | routed |
|---|---|---|
| nand3_1 | 1 | 1 |
| ha_1 | 1 | 1 |
| a31oi_1 | 1 | 1 |
| a21oi_1 | 2 | 2 |
| xor3_1 | 1 | 1 |
| inv_1 | 1 | 1 |
| xnor2_1 | 4 | 4 |
| clkbuf_1 | 0 | 1 |
| nor2_1 | 1 | 1 |
| nor3_2 | 1 | 1 |
| clkbuf_4 | 0 | 3 |
| clkdlybuf4s50_1 | 0 | 6 |
| a21boi_0 | 1 | 1 |
| a21o_1 | 1 | 1 |
| dfrtp_1 | 5 | 5 |
| xor2_1 | 2 | 2 |
-- worst max-delay path, delay by kind of cell (launching register included) --
family / cells / cell delay [ns]
XOR/XNOR: 1 / 0.43
flip-flops: 1 / 0.41
AND/OR/NAND/NOR: 1 / 0.31
adder cells (fa/ha/maj): 1 / 0.21
AND-OR/OR-AND: 1 / 0.14
-- worst paths after layout --
| path | start | end | slack (ns) | cells past startpoint |
|---|---|---|---|---|
| worst max-delay path | counter[0] | counter[1] | 0.96 | 4 |
| worst min-delay path | expired | expired | 0.48 | 1 |
| worst max register to register | counter[0] | counter[1] | 0.96 | 4 |
| worst min register to register | expired | expired | 0.48 | 1 |
| max in group asynchronous | start_timer | counter[3] | 1.94 | 2 |
| min in group asynchronous | start_timer | counter[1] | 0.49 | 2 |
-- kinds of logic after synthesis --
| group | count (synthesis) |
|---|---|
| and+or+nand+nor | 3 |
| AOI/OAI and AO/OA | 5 |
| DFF | 5 |
| adders and majority gates | 1 |
| buffers and inverters | 1 |
| xor gates and xnor gates | 7 |
-- layer usage --
metal | share of wire (%) | vias to the layer above | wire length (um) | GRT usage [%]
li1 | - | 94 | - | -
met1 | 61 | 85 | 397 | 3.77
met2 | 29 | 12 | 189 | 2.65
met3 | 9.5 | 0 | 62 | 1.48
met4 | 0 | 0 | 0 | 0.176
met5 | 0 | - | 0 | 0
Power figures rest on the tool's default switching activity, not on a simulated workload.
